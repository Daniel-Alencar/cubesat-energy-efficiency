==> /design/flow/design.v <==
module i2c_master #(parameter CLK_IN_FREQ_MHZ=10, SCL_FREQ_KHZ=100, RETRY_NUM=3)(
    input clk_in, n_rst, rd_wr_in, continuous_in, enable_in,
    input [6:0] address_in,
    input [5:0] data_bytes_in,
    input [7:0] wr_data_in,
    output ready_out, wr_valid_out, rd_valid_out,
    output [7:0] rd_data_out,
    output [3:0] value_state,
    inout SCL, SDA
);
localparam OVERSAMPLING = (CLK_IN_FREQ_MHZ*10**6 / (SCL_FREQ_KHZ*10**3));
localparam T_HD_DAT = 2 * (CLK_IN_FREQ_MHZ / 10);
localparam reg [3:0]
IDLE = 4'b0000,
START = 4'b0001,
ADDRESS = 4'b0010,
ADDRESS_ACK = 4'b0011,
WRITE_DATA = 4'b0100,
WRITE_DATA_ACK = 4'b0101,
READ_DATA = 4'b0110,
READ_DATA_ACK = 4'b0111,
REP_START = 4'b1000,
RETRY = 4'b1001,
STOP = 4'b1010;
wire SCL_line;
reg [3:0] state, next_state;
reg [$clog2(RETRY_NUM)-1:0] retry_cnt, next_retry;
reg SCL_reg, next_SCL;
reg SDA_reg, next_SDA;
reg [$clog2(OVERSAMPLING)-1:0] clk_cnt, next_clk;
reg [2:0] bit_cnt, next_bit;
reg [5:0] byte_cnt, next_byte;
reg [6:0] address_reg, next_address;
reg rd_wr_reg, next_rd_wr;
reg [7:0] wr_data_reg, next_wr_data;
reg [7:0] rd_data_reg, next_rd_data;
reg ready_reg, next_ready;
reg wr_valid_reg, next_wr_valid;
reg rd_valid_reg, next_rd_valid;
reg [7:0] word_reg, next_word;
reg ack_reg, next_ack;
reg [$clog2(OVERSAMPLING)-1:0] SCL_busy_cnt = 0;
reg SCL_busy_reg = 1'b1;
always @(posedge clk_in)
if (~SCL_line) begin
    SCL_busy_cnt <= 0;
    SCL_busy_reg <= 1'b1;
end
else if (SCL_busy_cnt == OVERSAMPLING-1) begin
    SCL_busy_cnt <= 0;
    SCL_busy_reg <= 1'b0;
end
else
SCL_busy_cnt <= SCL_busy_cnt + 1;
reg sync_reg = 1'b0;
always @(negedge clk_in)
if (SCL_reg == SCL_line)
sync_reg = 1'b1;
else
sync_reg = 1'b0;
always @(posedge clk_in, negedge n_rst)
if (~n_rst) begin
    state <= IDLE;
    retry_cnt <= 0;
    SCL_reg <= 1'b1;
    SDA_reg <= 1'b1;
    clk_cnt <= 0;
    bit_cnt <= 0;
    byte_cnt <= 0;
    address_reg <= 0;
    rd_wr_reg <= 1'b0;
    wr_data_reg <= 0;
    rd_data_reg <= 0;
    ready_reg <= 1'b0;
    wr_valid_reg <= 1'b0;
    rd_valid_reg <= 1'b0;
    word_reg <= 0;
    ack_reg <= 1'b1;
end
else begin
    state <= next_state;
    retry_cnt <= next_retry;
    SCL_reg <= next_SCL;
    SDA_reg <= next_SDA;
    clk_cnt <= next_clk;
    bit_cnt <= next_bit;
    byte_cnt <= next_byte;
    address_reg <= next_address;
    rd_wr_reg <= next_rd_wr;
    wr_data_reg <= next_wr_data;
    rd_data_reg <= next_rd_data;
    ready_reg <= next_ready;
    wr_valid_reg <= next_wr_valid;
    rd_valid_reg <= next_rd_valid;
    word_reg <= next_word;
    ack_reg <= next_ack;
end
always @(*) begin
    next_state = state;
    next_retry = retry_cnt;
    next_clk = clk_cnt;
    next_bit = bit_cnt;
    next_byte = byte_cnt;
    case (state)
    IDLE:
    if (ready_reg && enable_in && data_bytes_in > 0) begin
        next_clk = 0;
        next_retry = 0;
        next_byte = data_bytes_in;
        next_state = START;
    end
    START:
    if (clk_cnt == OVERSAMPLING-1) begin
        next_clk = 0;
        next_bit = 0;
        next_state = ADDRESS;
    end
    else
    next_clk = clk_cnt + 1;
    ADDRESS:
    if (clk_cnt == (78*OVERSAMPLING/100)-1 && SDA_reg != SDA_line)    
        next_state = RETRY;
    else if (clk_cnt == OVERSAMPLING-1) begin
        next_clk = 0;
        if (bit_cnt == 7)
            next_state = ADDRESS_ACK;
        else
            next_bit = bit_cnt + 1;
    end
    else if (sync_reg)
        next_clk = clk_cnt + 1;
    ADDRESS_ACK:
    if (clk_cnt == OVERSAMPLING-1) begin
        if (~ack_reg) begin
            next_clk = 0;
            next_bit = 0;
            if (~rd_wr_in)
            next_state = WRITE_DATA;
            else
            next_state = READ_DATA;
        end
        else
        next_state = RETRY;
    end
    else if (sync_reg)
    next_clk = clk_cnt + 1;
    WRITE_DATA:
    if (clk_cnt == (78*OVERSAMPLING/100)-1 && SDA_reg != SDA_line)
    next_state = RETRY;
    else if (clk_cnt == OVERSAMPLING-1) begin
        next_clk = 0;
        if (bit_cnt == 7) begin
            next_byte = byte_cnt - 1;           
            next_state = WRITE_DATA_ACK;
        end
        else
        next_bit = bit_cnt + 1;
    end
    else if (sync_reg)
    next_clk = clk_cnt + 1;
    WRITE_DATA_ACK:
    if (clk_cnt == OVERSAMPLING-1) begin
        next_clk = 0;
        if (~ack_reg)
            if (byte_cnt > 0) begin
                next_bit = 0;
                case (continuous_in)
                1'b0: next_state = REP_START;
                1'b1: next_state = WRITE_DATA;
                endcase
            end
            else
            next_state = STOP;
        else
        next_state = RETRY;
    end
    else if (sync_reg)
    next_clk = clk_cnt + 1;
    READ_DATA:
    if (clk_cnt == OVERSAMPLING-1) begin
        next_clk = 0;
        if (bit_cnt == 7) begin
            next_byte = byte_cnt - 1;            
            next_state = READ_DATA_ACK;
        end
        else
        next_bit = bit_cnt + 1;
    end
    else if (sync_reg)
    next_clk = clk_cnt + 1;
    READ_DATA_ACK:
    if (clk_cnt == OVERSAMPLING-1) begin
        next_clk = 0;
        if (byte_cnt > 0) begin
            next_bit = 0;
            case (continuous_in)
            1'b0: next_state = REP_START;
            1'b1: next_state = READ_DATA;
            endcase
        end
        else
        next_state = STOP;
    end
    else if (sync_reg)
    next_clk = clk_cnt + 1;
    REP_START:
    if (clk_cnt == (55*OVERSAMPLING/100)-1) begin
        next_clk = 0;
        next_state = START;
    end
    else
    next_clk = clk_cnt + 1;
    RETRY:
    if (retry_cnt == RETRY_NUM)
    next_state = IDLE;
    else if (~SCL_busy_reg) begin
        next_clk = 0;
        next_bit = 0;
        next_retry = retry_cnt + 1;
        next_state = START;
    end
    STOP:
    if (clk_cnt == OVERSAMPLING-1)
    next_state = IDLE;
    else if (sync_reg)
    next_clk = clk_cnt + 1;
    endcase
end
always @(*) begin
    next_SCL = SCL_reg;
    case (state)
        IDLE:
            next_SCL = 1'b1;
        START:
            if (clk_cnt == OVERSAMPLING-1)
                next_SCL = 1'b0;
        REP_START:
            if (clk_cnt == (55*OVERSAMPLING/100)-1)
                next_SCL = 1'b1;
        RETRY:
            next_SCL = 1'b1;
        STOP:
            if (clk_cnt == (55*OVERSAMPLING/100)-1)
                next_SCL = 1'b1;
        default:
            if (clk_cnt == (55*OVERSAMPLING/100)-1)
                next_SCL = 1'b1;
            else if (clk_cnt == OVERSAMPLING-1)
                next_SCL = 1'b0;
    endcase
end
always @(*) begin
    next_SDA = SDA_reg;
    next_address = address_reg;
    next_rd_wr = rd_wr_reg;
    next_wr_data = wr_data_reg;
    next_rd_data = rd_data_reg;
    next_ready = ready_reg;
    next_wr_valid = wr_valid_reg;
    next_rd_valid = rd_valid_reg;
    next_word = word_reg;
    next_ack = ack_reg;
    case (state)
    IDLE:
    if (ready_reg && enable_in && data_bytes_in > 0) begin
        next_address = address_in;
        next_rd_wr = rd_wr_in;
        if (~rd_wr_in)     
        next_wr_data = wr_data_in;
        next_ready = 1'b0;
    end
    else begin
        if (~SCL_busy_reg)
        next_ready = 1'b1;
        next_wr_valid = 1'b0;
        next_rd_valid = 1'b0;
        next_SDA = 1'b1;
    end
    START: begin
        if (clk_cnt == (55*OVERSAMPLING/100)-1)
        next_SDA = 1'b0;
        next_word = {address_reg, rd_wr_reg};
    end
    ADDRESS:
    if (clk_cnt == T_HD_DAT-1)
    next_SDA = word_reg[7];
    else if (clk_cnt == (78*OVERSAMPLING/100)-1)
    next_word = word_reg << 1;
    ADDRESS_ACK:
    if (clk_cnt == T_HD_DAT-1)
    next_SDA = 1'b1;            
    else if (clk_cnt == (78*OVERSAMPLING/100)-1)
    next_ack = SDA_line;
    else if (clk_cnt == OVERSAMPLING-1 && ~ack_reg && ~rd_wr_in)
    next_word = {wr_data_reg};
    WRITE_DATA:
    if (clk_cnt == T_HD_DAT-1)
    next_SDA = word_reg[7];
    else if (clk_cnt == (78*OVERSAMPLING/100)-1)
    next_word = word_reg << 1;
    WRITE_DATA_ACK:
    if (clk_cnt == T_HD_DAT-1)
    next_SDA = 1'b1;           
    else if (clk_cnt == (78*OVERSAMPLING/100)-1) begin
        next_ack = SDA_line;
        next_wr_valid = ~SDA_line;
    end
    else if (clk_cnt == (78*OVERSAMPLING/100))
    next_wr_valid = 1'b0;
    else if (clk_cnt == OVERSAMPLING-1 && ~ack_reg && byte_cnt > 0) begin
        next_wr_data = wr_data_in;
        if (continuous_in)
        next_word = wr_data_in;
    end
    READ_DATA:
    if (clk_cnt == T_HD_DAT-1)    
    next_SDA = 1'b1;            
    else if (clk_cnt == (78*OVERSAMPLING/100)-1)
    next_word[7] = SDA_line;
    else if (clk_cnt == OVERSAMPLING-1)
    next_word = (word_reg << 1) | (word_reg >> (7));
    READ_DATA_ACK:
    if (clk_cnt == T_HD_DAT-1)    
        if (byte_cnt == 0)
        next_SDA = 1'b1;        
        else
        next_SDA = 1'b0;        
    else if (clk_cnt == (78*OVERSAMPLING/100)-1) begin
        next_rd_data = word_reg;
        next_rd_valid = 1'b1;
    end
    else if (clk_cnt == 78*OVERSAMPLING/100)
    next_rd_valid = 1'b0;
    REP_START: begin
        next_address = address_in;
        next_rd_wr = rd_wr_in;
        if (~rd_wr_in)     
        next_wr_data = wr_data_in;
        if (clk_cnt == T_HD_DAT-1)    
        next_SDA = 1'b1;
    end
    RETRY:
    next_SDA = 1'b1;
    STOP:
    if (clk_cnt == T_HD_DAT-1)
    next_SDA = 1'b0;
    else if (clk_cnt == OVERSAMPLING-1)
    next_SDA = 1'b1;
    endcase
end
assign ready_out = ready_reg;
assign wr_valid_out = wr_valid_reg;
assign rd_valid_out = rd_valid_reg;
assign SCL = SCL_reg ? 1'bZ : 1'b0;
assign SCL_line = SCL;
assign SDA = SDA_reg ? 1'bZ : 1'b0;
assign SDA_line = SDA;
assign rd_data_out = rd_data_reg;
assign value_state = state;
endmodule
==> /design/flow/run.sh <==
#!/bin/bash
# OpenROAD 26Q1-2900-gdf79404cd8, Yosys 0.63+post, stock flow scripts
make -C /OpenROAD-flow-scripts/flow DESIGN_CONFIG=/design/flow/config.mk WORK_HOME=/design/flow/orfs finish
==> /design/flow/config.mk <==
export PLATFORM = sky130hd
export DESIGN_NAME = i2c_master
export DESIGN_NICKNAME = i2c_master
export VERILOG_FILES = /design/flow/design.v
export SDC_FILE = /design/flow/constraint.sdc
export NUM_CORES = 4
export LEC_CHECK = 1
export CORE_UTILIZATION = 40
==> /design/flow/constraint.sdc <==
current_design i2c_master

set clk_period 5.4
set clk_io_pct 0.2

create_clock -name clk0 -period $clk_period [get_ports {clk_in}]

set non_clock_inputs [all_inputs -no_clocks]
set_input_delay [expr $clk_period * $clk_io_pct] -clock clk0 $non_clock_inputs
set_output_delay [expr $clk_period * $clk_io_pct] -clock clk0 [all_outputs]
==> Changelog: implementation <==
## Flow update

* Die Y at 98.2 um
* Setup Skew at 0.0403 ns
* Critical Setup Path Class: flop to flop
* # port buffers at 40
* Layout Cells excl Fill at 542
* Clock root cell: sky130_fd_sc_hd__clkbuf_8
* Unrepaired setup endpoints after global routing: false
* Number of iterations in the first detailed-routing pass at 7
* Clock-pin transition on the worst setup and hold timing paths at 0.07 ns
* Number of warnings issued by yosys at 4
* Setup Buffers After CTS at 0
* Placement Cell Area at 4180 um2
* Layout overhead on the synthesized area at 18.6%
* Number of vias after detailed routing at 3,154
* Post-Syn Area per Cell at 9.41 um2
* Die X-Extent at 98.2 um
* Overall power consumption at 0.000948 W
* Critical path cell sequence: a211oi_1 -> o21a_1 -> o21ai_0 -> o31ai_1
* Number of storage elements in the synthesis netlist at 61
* Max-slew headroom at the worst pin at 0.389
* Core region area at 8850 um2
* Final hold violation count at 0
* Number of CTS-inserted buffers at 9
* Power per standard cell area at 216 nW/um2
* Average wire per cell in the routed design at 17.2 um
* Floorplan core density at 0.418
* # setup viols final at 0
* Top cells excl fill/tap: sky130_fd_sc_hd__dfrtp_1, sky130_fd_sc_hd__nand2_1, sky130_fd_sc_hd__clkdlybuf4s50_1
* Wire length on met2 at 3.95 mm
* Post-CTS Hold Fix Bufs at 0
* Number of cells in the yosys synthesis report at 393
* Most frequent standard cell in the layout excluding fill and tap cells: sky130_fd_sc_hd__dfrtp_1
* Detailed placer's ending HPWL at 6.59 mm
* Die area at 9640 um2
* Log Warnings at 30
* Share of async-settable or async-resettable flops after synthesis at 0.984
* Master of the slowest instance on the critical path: sky130_fd_sc_hd__a211oi_1
* Synth unique cells at 64
* DRT Wirelength at 9.33 mm
* Final core occ at 0.496
* Min-Delay Path Class: flop to flop
* Cell resize tally after clock tree synthesis at 0
* Total length of routed met3 wires at 502 um
* Crit path capture type: flop
* Metal1 wirelength at 4.75 mm
* Total track usage at 0.208
* Final Slew Violations at 0
* Number of antenna violations at the first check in global routing at 0
* Type of element launching the critical path: flop
* Crit path DRT at 5.65 ns
* Total overflow reported by the global router at 0
* Initial drt markers at 267
* Data arrival, critical path at 4.37 ns
* Number of cells in the design after placement at 526
* Vias in the first global route at 2,952
* Total number of H-tree levels at 3
* Pin count of the biggest net entering global routing at 37
* Post-synthesis instance area at 3700 um2
* Count of unresolved DRC violations after routing at 0
* Cell area after layout at 4390 um2
* CTS max path bufs at 2
* Placer congestion estimate at 0.902
* Pin slew with the least headroom to its limit at 0.917 ns
* First-pass GRT wire length at 15.4 mm
* Number of max-cap violations at 0
* Max IR drop VDD at 0.139 mV
* Flip-flops with a built-in enable at 0
* Via-to-Cell Ratio at 5.82
* Count of inserted antenna diode cells at 0
* Clock tree from TritonCTS: built
* Number of standard-cell rows in the floorplan at 34
* YS chip area at 3700 um2
* Clk sink count at 61
* Share of layout cells above drive strength 1 at 0.166
* Topmost layer with routed signal wires: met4
* Clk latency of the worst-skew pair at 0.38 ns
* Largest driver fanout on the critical path at 7
* Count of nets left with antenna violations after detail routing at 0
* Register area share after synthesis at 0.412
* Gate count after technology mapping at 393
* Setup TNS at 0 ns
* I/O pin count at 43
* Biggest cell delay along the critical path at 0.62 ns
* Result of the run: complete, no violations
* Dominant synthesized flop cell: sky130_fd_sc_hd__dfrtp_1
* Static leakage power at 1.91 nW
-- kinds of logic after synthesis --
kind of cell             synth area share
AND-OR/OR-AND                       0.200
XOR/XNOR                          0.00237
adder cells (fa/ha/maj)            0.0271
buffers and inverters              0.0490
flip-flops                          0.412
multiplexers                        0.117
other                             0.00101
AND/OR/NAND/NOR                     0.191
-- power by group --
part	internal, W	switching [W]
combinational	0.0000209	0.0000172
clock	0.000261	0.000193
sequential	0.000457	0
-- cell usage after synthesis, drive strengths merged (2+ instances only) --
master,instances,area (um2)
a221oi,3,26.3
ha,8,100
o2111ai,2,17.5
and2,5,31.3
a222oi,7,70.1
dfrtp,57,1430
a21oi,18,90.1
nor4,4,40.0
a31oi,6,37.5
o21ai,30,161
mux2,35,394
nor2b,6,37.5
o21a,2,15.0
o31ai,3,22.5
nand3,14,70.1
a22oi,2,15.0
inv,16,60.1
or4,4,30.0
nor2,28,110
a21o,3,22.5
or3,2,12.5
nor3b,2,15.0
nand2,42,158
mux2i,4,40.0
o221ai,2,17.5
dfstp,3,78.8
a22o,6,52.6
nand4,2,12.5
o211ai,5,37.5
buf,14,83.8
nor3,9,50.1
and3,5,31.3
nand2b,9,56.3
or2,2,12.5
a211oi,5,37.5
clkbuf,9,33.8
-- per-layer routing --
layer | global-route usage | vias up
met3 | 0.0400 | 12
met2 | 0.296 | 95
met4 | 0.0241 | 0
li1 | - | 1524
met1 | 0.352 | 1523
met5 | 0 | -
-- final cells by class --
cell class,instances,area (um2)
Fill cell,842,4460
Multi-Input combinational cell,293,2000
Sequential cell,61,1530
Timing Repair Buffer,47,448
Tap cell,108,135
Clock buffer,10,128
Clock inverter,7,90.1
Inverter,16,60.1
-- worst paths after layout --
kind | startpoint | endpoint | slack (ns) | cells after the start
max | sync_reg$_DFF_N_ | clk_cnt[4]$_DFFE_PN0P_ | 1.29 | 4
min | rd_valid_reg$_DFFE_PN0P_ | rd_valid_reg$_DFFE_PN0P_ | 0.49 | 1
max reg2reg | sync_reg$_DFF_N_ | clk_cnt[4]$_DFFE_PN0P_ | 1.29 | 4
min reg2reg | rd_valid_reg$_DFFE_PN0P_ | rd_valid_reg$_DFFE_PN0P_ | 0.49 | 1
max in group asynchronous | n_rst | ack_reg$_DFFE_PN1P_ | 3.74 | 2
min in group asynchronous | n_rst | wr_valid_reg$_DFFE_PN0P_ | 0.76 | 1
-- stage by stage --
stage	hold slack, ns	setup WS [ns]
after floorplan	0.426	1.57
after CTS	0.487	1.28
after detailed placement	0.470	1.34
after global routing	0.518	1.15
final	0.488	1.29
after global placement	0.463	1.37
-- worst max-delay path: cells and delay by family, from the launching register on --
family / cells / cell delay (ns)
flops: 1 / 0.30
compound gates: 4 / 1.00
Power and IR drop assume default switching activity.
