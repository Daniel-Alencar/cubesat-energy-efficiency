File: run.sh
#!/bin/bash
# OpenROAD 26Q1-2900-gdf79404cd8, Yosys 0.63+post, stock flow scripts
make -C /OpenROAD-flow-scripts/flow DESIGN_CONFIG=/design/flow/config.mk WORK_HOME=/design/flow/orfs finish
File: config.mk
export PLATFORM = sky130hd
export DESIGN_NAME = MPU6050_ctrl
export DESIGN_NICKNAME = MPU6050_ctrl
export VERILOG_FILES = /design/flow/design.v
export SDC_FILE = /design/flow/constraint.sdc
export NUM_CORES = 4
export LEC_CHECK = 1
export CORE_UTILIZATION = 40
File: constraint.sdc
current_design MPU6050_ctrl

set clk_period 4.7
set clk_io_pct 0.2

create_clock -name clk0 -period $clk_period [get_ports {clk_in}]

set non_clock_inputs [all_inputs -no_clocks]
set_input_delay [expr $clk_period * $clk_io_pct] -clock clk0 $non_clock_inputs
set_output_delay [expr $clk_period * $clk_io_pct] -clock clk0 [all_outputs]
File: design.v
module MPU6050_ctrl (
    input clk_in, n_rst,
    input i2c_ready_in, 
    i2c_wr_valid_in, 
    i2c_rd_valid_in,
    input [7:0] i2c_rd_data_in,
    input uart_rx_valid_in,
    input [7:0] uart_rx_data_in,
    input uart_tx_ready_in, 
    uart_tx_valid_in,
    output i2c_rd_wr, 
    i2c_continuous, 
    i2c_en,
    output [6:0] i2c_address,
    output [5:0] i2c_data_bytes,
    output [7:0] i2c_wr_data,
    output uart_tx_en,
    output [7:0] uart_tx_data
);
localparam reg [6:0] ADDRESS_MPU6050   = 7'b1101000;
localparam reg [7:0] PWR_MGMT_1        = 8'h6B;
localparam reg [7:0] SMPLRT_DIV        = 8'h19;
localparam reg [7:0] CONFIG            = 8'h1A;
localparam reg [7:0] GYRO_CONFIG       = 8'h1B;
localparam reg [7:0] ACCEL_CONFIG      = 8'h1C;
localparam reg [7:0] ACCEL_XOUT_H      = 8'h3B;
localparam reg [7:0] PWR_MGMT_1_DATA   = 8'h00;
localparam reg [7:0] SMPLRT_DIV_DATA   = 8'h07;
localparam reg [7:0] CONFIG_DATA       = 8'h03;
localparam reg [7:0] GYRO_CONFIG_DATA  = 8'h00;
localparam reg [7:0] ACCEL_CONFIG_DATA = 8'h00;
localparam reg [4:0]
IDLE             = 5'd0,
WAKEUP           = 5'd1,
WAKEUP_PARAM     = 5'd2,
CONF_SMPLRT      = 5'd3,
CONF_SMPLRT_PARAM= 5'd4,
CONF_CONFIG      = 5'd5,
CONF_CONFIG_PARAM= 5'd6,
CONF_GYRO        = 5'd7,
CONF_GYRO_PARAM  = 5'd8,
CONF_ACCEL       = 5'd9,
CONF_ACCEL_PARAM = 5'd10,
READ_ADDR        = 5'd11,
READ_DATA        = 5'd12,
STORE_BYTE       = 5'd13,
UART_SEND        = 5'd14,
TIMER            = 5'd15;
localparam TIMER_PARAM = 96*10**6;  
localparam TOTAL_BYTES = 6;         
reg [4:0] state, next_state;
reg [26:0] clk_cnt, next_clk;
reg [6:0] i2c_address_reg, next_i2c_address;
reg [7:0] i2c_wr_data_reg, next_i2c_wr_data;
reg [5:0] i2c_data_bytes_reg, next_i2c_data_bytes;
reg i2c_rd_wr_reg, next_i2c_rd_wr;
reg i2c_continuous_reg, next_i2c_continuous;
reg i2c_en_reg, next_i2c_en;
reg [7:0] data_buffer [0:TOTAL_BYTES-1];
reg [2:0] byte_cnt, next_byte_cnt;
reg uart_tx_en_reg, next_uart_tx_en;
reg [7:0] uart_tx_data_reg, next_uart_tx_data;
reg writting_reg, next_writting;
always @(posedge clk_in, negedge n_rst)
if (~n_rst) begin
    state <= IDLE;
    clk_cnt <= 0;
    i2c_address_reg <= 0;
    i2c_wr_data_reg <= 0;
    i2c_data_bytes_reg <= 0;
    i2c_rd_wr_reg <= 1'b0;
    i2c_continuous_reg <= 1'b0;
    i2c_en_reg <= 1'b0;
    uart_tx_data_reg <= 0;
    uart_tx_en_reg <= 1'b0;
    writting_reg <= 1'b0;
    byte_cnt <= 0;
end
else begin
    state <= next_state;
    clk_cnt <= next_clk;
    i2c_address_reg <= next_i2c_address;
    i2c_wr_data_reg <= next_i2c_wr_data;
    i2c_data_bytes_reg <= next_i2c_data_bytes;
    i2c_rd_wr_reg <= next_i2c_rd_wr;
    i2c_continuous_reg <= next_i2c_continuous;
    i2c_en_reg <= next_i2c_en;
    uart_tx_data_reg <= next_uart_tx_data;
    uart_tx_en_reg <= next_uart_tx_en;
    writting_reg <= next_writting;
    byte_cnt <= next_byte_cnt;
end
always @(*) begin
    next_state = state;
    next_clk = clk_cnt;
    next_i2c_address = i2c_address_reg;
    next_i2c_wr_data = i2c_wr_data_reg;
    next_i2c_data_bytes = i2c_data_bytes_reg;
    next_i2c_rd_wr = i2c_rd_wr_reg;
    next_i2c_continuous = i2c_continuous_reg;
    next_i2c_en = i2c_en_reg;
    next_uart_tx_data = uart_tx_data_reg;
    next_uart_tx_en = uart_tx_en_reg;
    next_writting = writting_reg;
    next_byte_cnt = byte_cnt;
    case (state)
    IDLE: begin
        next_uart_tx_en = 1'b0;
        if (i2c_ready_in) begin
            next_i2c_address = ADDRESS_MPU6050;
            next_state = WAKEUP;
        end
    end
    WAKEUP: if (i2c_ready_in) begin
        next_i2c_wr_data = PWR_MGMT_1;
        next_i2c_rd_wr = 1'b0;
        next_i2c_data_bytes = 2;
        next_i2c_continuous = 1'b1;
        next_i2c_en = 1'b1;
        next_writting = 1'b1;
    end
    else if (writting_reg && ~i2c_ready_in) begin
        next_i2c_en = 1'b0;
        next_writting = 1'b0;
        next_state = WAKEUP_PARAM;
    end
    WAKEUP_PARAM:
    if (i2c_wr_valid_in) begin
        next_i2c_wr_data = PWR_MGMT_1_DATA;
        next_state = CONF_SMPLRT;
    end
    CONF_SMPLRT:
    if (i2c_ready_in) begin
        next_i2c_wr_data = SMPLRT_DIV;
        next_i2c_data_bytes = 2;
        next_i2c_en = 1'b1;
        next_writting = 1'b1;
    end
    else if (writting_reg && ~i2c_ready_in) begin
        next_i2c_en = 1'b0;
        next_writting = 1'b0;
        next_state = CONF_SMPLRT_PARAM;
    end
    CONF_SMPLRT_PARAM:
    if (i2c_wr_valid_in) begin
        next_i2c_wr_data = SMPLRT_DIV_DATA;
        next_state = CONF_CONFIG;
    end
    CONF_CONFIG:
    if (i2c_ready_in) begin
        next_i2c_wr_data = CONFIG;
        next_i2c_data_bytes = 2;
        next_i2c_en = 1'b1;
        next_writting = 1'b1;
    end
    else if (writting_reg && ~i2c_ready_in) begin
        next_i2c_en = 1'b0;
        next_writting = 1'b0;
        next_state = CONF_CONFIG_PARAM;
    end
    CONF_CONFIG_PARAM:
    if (i2c_wr_valid_in) begin
        next_i2c_wr_data = CONFIG_DATA;
        next_state = CONF_GYRO;
    end
    CONF_GYRO:
    if (i2c_ready_in) begin
        next_i2c_wr_data = GYRO_CONFIG;
        next_i2c_data_bytes = 2;
        next_i2c_en = 1'b1;
        next_writting = 1'b1;
    end
    else if (writting_reg && ~i2c_ready_in) begin
        next_i2c_en = 1'b0;
        next_writting = 1'b0;
        next_state = CONF_GYRO_PARAM;
    end
    CONF_GYRO_PARAM:
    if (i2c_wr_valid_in) begin
        next_i2c_wr_data = GYRO_CONFIG_DATA;
        next_state = CONF_ACCEL;
    end
    CONF_ACCEL:
    if (i2c_ready_in) begin
        next_i2c_wr_data = ACCEL_CONFIG;
        next_i2c_data_bytes = 2;
        next_i2c_en = 1'b1;
        next_writting = 1'b1;
    end
    else if (writting_reg && ~i2c_ready_in) begin
        next_i2c_en = 1'b0;
        next_writting = 1'b0;
        next_state = CONF_ACCEL_PARAM;
    end
    CONF_ACCEL_PARAM:
    if (i2c_wr_valid_in) begin
        next_i2c_wr_data = ACCEL_CONFIG_DATA;
        next_state = READ_ADDR;
    end
    READ_ADDR:
    if (i2c_ready_in) begin
        next_i2c_wr_data = ACCEL_XOUT_H;
        next_i2c_data_bytes = 1;
        next_i2c_rd_wr = 1'b0;
        next_i2c_en = 1'b1;
        next_writting = 1'b1;
    end
    else if (writting_reg && ~i2c_ready_in) begin
        next_i2c_en = 1'b0;
        next_writting = 1'b0;
        next_state = READ_DATA;
    end
    READ_DATA:
    if (i2c_ready_in) begin
        next_i2c_rd_wr = 1'b1;
        next_i2c_data_bytes = TOTAL_BYTES;
        next_i2c_continuous = 1'b1;
        next_i2c_en = 1'b1;
        next_writting = 1'b1;
        next_byte_cnt = 0;
    end
    else if (writting_reg && ~i2c_ready_in) begin
        next_i2c_en = 1'b0;
        next_writting = 1'b0;
        next_state = STORE_BYTE;
    end
    STORE_BYTE:
    if (i2c_rd_valid_in) begin
        data_buffer[byte_cnt] = i2c_rd_data_in;
        if (byte_cnt == TOTAL_BYTES-1) begin
            next_state = TIMER;  
            next_clk = 0;        
        end
        else
            next_byte_cnt = byte_cnt + 1;
    end
    TIMER:
    if (clk_cnt == TIMER_PARAM-1) begin
        next_clk = 0;
        next_state = UART_SEND;  
        next_byte_cnt = 0;       
    end
    else
        next_clk = clk_cnt + 1;
    UART_SEND:
    if (uart_tx_ready_in) begin
        next_uart_tx_data = data_buffer[byte_cnt];
        next_uart_tx_en = 1'b1;
        next_writting = 1'b1;
    end
    else if (writting_reg && ~uart_tx_ready_in) begin
        next_uart_tx_en = 1'b0;
        next_writting = 1'b0;
        if (byte_cnt == TOTAL_BYTES-1)
            next_state = READ_ADDR;  
        else
            next_byte_cnt = byte_cnt + 1;
    end
    endcase
end
assign i2c_rd_wr = i2c_rd_wr_reg;
assign i2c_continuous = i2c_continuous_reg;
assign i2c_en = i2c_en_reg;
assign i2c_address = i2c_address_reg;
assign i2c_data_bytes = i2c_data_bytes_reg;
assign i2c_wr_data = i2c_wr_data_reg;
assign uart_tx_en = uart_tx_en_reg;
assign uart_tx_data = uart_tx_data_reg;
endmodule
==> ds_physical_params.txt <==
Characteristics after synthesis and place and route

Parameter                              Value

Global routing
  Initial antenna violation count .................. 0
  Wire length of the first global-routing pass .................. 15,900 µm
  Global-route congestion overflow total .................. 0
  GR Util All Layers .................. 17.5%
  Number of global-route vias before repair .................. 3,148
  Largest net degree at the start of global routing .................. 37

Floorplanning
  Row Count .................. 38
  I/O pin cnt .................. 57
  Placeable core region .................. 11,000 µm²
  Chip area .................. 11,900 µm²
  Die span in x .................. 109 µm
  Starting Density .................. 41.7%
  Die Height .................. 109 µm

Synthesis
  Proportion of netlist area held by the largest area contributor .................. 37.7%
  Distinct lib cells used .................. 63
  Fraction of registers with async set/reset .................. 59.3%
  Synthesized area divided by synthesized cell count .................. 9.88 µm²
  AND-OR/OR-AND Cells, Area Fraction .................. 16.8%
  Basic-gate share of the synthesized area counting and, or, nand and nor cells .................. 19.8%
  Cells after synthesis .................. 464
  Multiplexer fraction of the synthesized cell area .................. 0.655%
  Cell types with the largest area share after synthesis .................. sky130_fd_sc_hd__dfrtp_1 38%, sky130_fd_sc_hd__dlxtn_1 16%, sky130_fd_sc_hd__o21ai_0 3.6%
  Chip area from the yosys synthesis statistics .................. 4580 µm²
  Number of synthesis warnings .................. 2
  Area fraction in xor and xnor cells .................. 1.91%
  FF+latch count, synth .................. 118
  Top flip-flop cell by instance count after synthesis .................. sky130_fd_sc_hd__dfrtp_1
  Top non-seq family .................. simple AND/OR/NAND/NOR gates
  Leading area contributor after synthesis .................. sky130_fd_sc_hd__dfrtp_1
  Cells in synth_stat.txt .................. 464
  Yosys adder share .................. 1.64%
  Post-synthesis instance area .................. 4580 µm²
  Count of library flops with an enable pin .................. 0

Detailed routing
  Length of the first detailed-routing pass in iterations .................. 4
  Initial DRC count .................. 183
  Vias per cell .................. 5.40
  Via count .................. 3,438
  Count of inserted antenna diode cells .................. 0
  Remaining DRCs .................. 0
  Wirelength, routed .................. 9440 µm
  Final routed wire length divided by cell count .................. 14.8 µm
  Post-route antenna net violation count .................. 0

Critical path
  Kind of cell adding the most delay to the critical path .................. simple AND/OR/NAND/NOR gates
  Count of buffer and inverter cells on the critical path .................. 1
  Largest stage delay, worst path .................. 0.64 ns
  Setup crit start kind .................. input port
  Reg2reg path depth .................. 7
  R2R Path Start .................. byte_cnt[1]$_DFFE_PN0P_
  Setup slack of the worst register-to-register path .................. 1.98 ns
  Crit. path cell count .................. 6
  Critical path required time .................. 4.97 ns
  Critical Path Start .................. i2c_rd_valid_in
  Capturing element of the worst setup path .................. clk_cnt[25]$_DFFE_PN0P_
  Worst Path Class, Setup .................. in -> reg
  Maximum fanout along the worst path .................. 22
  CP endpoint kind .................. flop
  Cell with the largest stage delay on the worst path .................. sky130_fd_sc_hd__clkdlybuf4s50_1
  Worst Path Arrival .................. 3.16 ns
  Worst reg2reg path endpoint .................. clk_cnt[25]$_DFFE_PN0P_
  Critical path, cell by cell .................. clkdlybuf4s50_1 > nand4_4 > and2_4 > or4b_4 > or3_1 > a21oi_1

Clock tree
  Number of hold-repair buffers added at the cts stage .................. 0
  Clock latency at the later pin of the worst-skew pair .................. 0.34 ns
  Clock Pin Slew Worst Setup and Hold Paths .................. 0.07 ns
  Number of gates given a new drive strength after cts .................. 0
  Number of buffers inserted during clock tree synthesis .................. 9
  Setup bufs post-CTS .................. 0
  Max clock buf depth .................. 2
  Clock tree from TritonCTS .................. done
  Root buffer cell .................. sky130_fd_sc_hd__clkbuf_16
  Maximum level of the CTS H-tree .................. 3

Layout
  Top logic cells by instance count in the layout .................. 69 x sky130_fd_sc_hd__dfrtp_1, 48 x sky130_fd_sc_hd__dlxtn_1, 43 x sky130_fd_sc_hd__nand2_1
  Max FFs per register .................. 48
  Util after Layout .................. 48.1%
  Synth-to-Final Area Change .................. 15.3%
  Fillcell total .................. 988
  Proportion of layout cells with a drive suffix above 1 .................. 7.85%
  Footprint of the flip-flops and latches .................. 2470 µm²
  Commonest Layout Cell .................. sky130_fd_sc_hd__dfrtp_1
  Total area of multi-input combinational cells .................. 1900 µm²

Power
  Worst IR Drop VDD .................. 0.000257 V
  Power consumption .................. 2.06 mW
  Leakage power summed over all cells .................. 2.26 nW
  Pwr dens .................. 389 nW/µm²

Timing
  Total of endpoints with negative setup slack in the final report .................. 0
  Post-Route Skew .................. 0.0104 ns
  Final number of max-transition violations .................. 0
  Slew of the pin with the lowest slew margin .................. 0.830 ns
  Endpoints left unconstrained .................. 48
  Fin. Hold Viols .................. 0
  Min cycle time layout .................. 2.89 ns
  Fmax .................. 0.346 GHz
  Unrepaired setup endpoints after global routing .................. no
  Tightest slew margin relative to the limit .................. 44.2%
  Number of register pins that no clock reaches .................. 48
  Final period utilization .................. 61.5%
  Aggregate negative setup slack .................. 0 ns

Hold path
  Hold path startpoint .................. i2c_continuous_reg$_DFFE_PN0P_
  Type of the worst min-delay path .................. reg -> reg

Job
  Max-Cap Viols .................. 0
  Stage-log warning count .................. 38

Placed design
  Routability-driven placement congestion ratio .................. 0.817
  Number of buffers added on ports .................. 38
  Sum of net half-perimeters after detailed placement .................. 6310 µm

Outcome
  Outcome .................. finished clean
## through the flow
step / setup slack [ns] / hold slack [ns] / instances / area, µm²
finish: 1.81 / 0.472 / 637 / 5290
CTS: 1.80 / 0.475 / 637 / 5290
global placement: 1.45 / 0.451 / 621 / 5000
global route: 1.72 / 0.496 / 637 / 5290
detailed placement: 1.45 / 0.458 / 621 / 5000
floorplan: 2.39 / 0.408 / 471 / 4610
## final cells by class
cell class	count	share of cell area, %
clock buffers	9	4.26
flip-flops and latches	118	46.8
inverters	18	1.28
well taps	140	3.31
clock inverters	7	1.21
multi-input cells	306	35.9
repair buffers	39	7.24
## layer usage
layer | track usage [%] | wire, µm
met1 | 28.5 | 4790
met2 | 25.7 | 4140
met3 | 3.47 | 395
met4 | 1.64 | 109
met5 | 0 | 0
## worst min-delay path by stage
stage	cells past startpoint	slack, ns	to
after CTS	1	0.47	i2c_continuous_reg$_DFFE_PN0P_
final	1	0.47	i2c_continuous_reg$_DFFE_PN0P_
after global routing	1	0.50	i2c_continuous_reg$_DFFE_PN0P_
## logic make-up after synthesis
| group | after synthesis |
|---|---|
| adders and majority gates | 6 |
| muxes | 3 |
| and+or+nand+nor | 164 |
| xor gates and xnor gates | 10 |
| buffers and inverters | 47 |
| other | 1 |
| latches | 48 |
| AOI/OAI and AO/OA | 115 |
| DFF | 70 |
## report_power, final
part | internal (mW) | leakage (nW) | switching (mW)
combinational | 0.253 | 0.870 | 0.270
clock | 0.369 | 0.136 | 0.291
sequential | 0.747 | 1.25 | 0.127
## synthesized netlist by cell type (all sizes together) (4+ instances only)
cell type and count:
dfrtp 69, dlxtn 48, nand2 45, nor2 33, o21ai 33, a21oi 27, inv 18, nand3 18
buf 16, clkbuf 13, nor4 13, a22oi 10, a22o 9, and2 9, a222oi 8, nand4 8
and3 7, a31oi 6, ha 6, xnor2 6, or2 5, nand2b 4, nor2b 4, o22ai 4
xor2 4
Power and IR drop assume default switching activity.
