===== ./config.mk =====
export PLATFORM = sky130hd
export DESIGN_NAME = uart_rx
export DESIGN_NICKNAME = uart_rx
export VERILOG_FILES = /design/flow/design.v
export SDC_FILE = /design/flow/constraint.sdc
export NUM_CORES = 4
export LEC_CHECK = 1
export CORE_AREA = 10 10 95 95
export DIE_AREA = 0 0 105 105

===== ./design.v =====
module uart_rx #(parameter DATA_BITS=8, STOP_BITS=1, OVERSAMPLING=16)(
    input clk_in, n_rst, rx,
    output ready_out, valid_out,
    output [DATA_BITS-1:0] data_out
);
localparam reg [1:0]
idle = 2'b00,
start = 2'b01,
data = 2'b10,
stop = 2'b11;
reg ready_reg, next_ready;
reg valid_reg, next_valid;
reg [DATA_BITS-1:0] data_reg, next_data;
reg [1:0] state, next_state;
reg [$clog2((OVERSAMPLING*2)-1)-1:0] clk_cnt, next_clk;
reg [2:0] bit_cnt, next_bit;
always @(posedge clk_in, negedge n_rst) begin
    if (~n_rst) begin
        state <= idle;
        valid_reg <= 1'b0;
        ready_reg <= 1'b0;
        data_reg <= 0;
        clk_cnt <= 0;
        bit_cnt <= 0;
    end
    else begin
        state <= next_state;
        ready_reg <= next_ready;
        valid_reg <= next_valid;
        clk_cnt <= next_clk;
        bit_cnt <= next_bit;
        data_reg <= next_data;
    end
end
always @(*) begin
    next_state = state;
    next_ready = ready_reg;
    next_valid = valid_reg;
    next_clk = clk_cnt;
    next_bit = bit_cnt;
    next_data = data_reg;
    case (state)
    idle: begin
        next_ready = 1'b1;
        if (~rx) begin
            next_clk = 0;
            next_state = start;
        end
    end
    start: begin
        next_ready = 1'b0;
        if (clk_cnt == (OVERSAMPLING/2)-1) begin
            next_clk = 0;
            if (~rx) begin
                next_bit = 0;
                next_state = data;
            end
            else
            next_state = idle;
        end
        else
        next_clk = clk_cnt + 1;
    end
    data: begin
        if (clk_cnt == OVERSAMPLING-1) begin
            next_clk = 0;
            next_data = {rx, data_reg[DATA_BITS-1:1]};
            if (bit_cnt == DATA_BITS-1) begin
                next_valid = 1'b1;
                next_state = stop;
            end
            else
            next_bit = bit_cnt + 1;
        end
        else
        next_clk = clk_cnt + 1;
    end
    stop: begin
        next_valid = 1'b0;
        if (clk_cnt == (OVERSAMPLING*STOP_BITS)-1)
            next_state = idle;
        else
        next_clk = clk_cnt + 1;
    end
    endcase
end
assign data_out = data_reg;
assign valid_out = valid_reg;
assign ready_out = ready_reg;
endmodule

===== ./run.sh =====
#!/bin/bash
# OpenROAD 26Q1-2900-gdf79404cd8, Yosys 0.63+post, stock flow scripts
make -C /OpenROAD-flow-scripts/flow DESIGN_CONFIG=/design/flow/config.mk WORK_HOME=/design/flow/orfs finish

===== ./constraint.sdc =====
current_design uart_rx

set clk_period 2.1
set clk_io_pct 0.2

create_clock -name clk0 -period $clk_period [get_ports {clk_in}]

set non_clock_inputs [all_inputs -no_clocks]
set_input_delay [expr $clk_period * $clk_io_pct] -clock clk0 $non_clock_inputs
set_output_delay [expr $clk_period * $clk_io_pct] -clock clk0 [all_outputs]

==> impl_metrics.py <==
# Synthesis and PnR figures
metrics = {
    "outcome": {
        "status": "finished clean",
    },
    "pwr": {
        "switching_share_pct": 33.0,
        "power_density_mw_per_mm2": 1410,
        "intPower_mw": 1.36,
        "p_comb_share_pct": 40.6,
        "p_leak_nw": 0.626,
        "pwr-share-seq_pct": 39.6,
        "power_switching_mw": 0.667,
        "clkPwrFrac_pct": 19.9,
        "vdd_drop_max_v": 0.000607,
    },
    "sta": {
        "slew_headroom_pct": 72.3,
        "setup_slack_ps": 120,
        "fin_crit_sh_pct": 94.3,
        "finalMaxSlewViolations": 0,
        "setup_viol": 0,
        "grt_setup_unrepaired": "no",
        "fin_worst_skew_ps": 1.22,
        "fin_crit_ps": 1980,
        "tightest_slew_ps": 415,
        "fmax_ghz": 0.505,
        "fin_tns_setup_ps": 0,
        "finalHoldViolCount": 0,
    },
    "worst_setup_path": {
        "start_kind": "flip-flop",
        "cp_max_fo": 8,
        "critPathKind": "reg2reg",
        "crit_path_end_kind": "flip-flop",
        "worstPathCellList": "ha_1 > and3_2 > ha_1 > inv_1 > nand2_1 > nand3_4 > mux2_2",
        "crit_path_frequent_cell": "ha_1",
        "required_ps": 2260,
        "slowest_stage": "dfrtp_1",
        "slowest_delay_ps": 410,
        "regToRegSetupSlack_ps": 120,
        "ff2ff_path_depth": 7,
        "r2r_end": "data_reg[5]",
        "cp.arrival_ps": 2140,
        "reg2reg_from": "clk_cnt[0]",
    },
    "clocking": {
        "cts_tree": "built",
        "cts_buffers": 3,
        "cts.sinks": 22,
        "clockBufferDepth": 2,
        "postCtsSetupBuffers": 0,
        "htreeDepth": 1,
        "worstSkewPairLatency_ps": 270,
        "root_buffer": "clkbuf_8",
        "clk_pin_slew_ps": 80,
    },
    "synth": {
        "synthTopCellsByArea": "dfrtp_1, mux2_2, ha_1, nand2_1, inv_1",
        "synthFlopType": "dfrtp_1",
        "xor_share_pct": 0,
        "yosys_cells": 94,
        "synth_cell_types": 37,
        "top_cell": "dfrtp_1",
        "yosys.area_share.aoi_pct": 12.6,
        "async_flop_share_pct": 100,
        "top_logic_kind": "simple AND/OR/NAND/NOR gates",
        "top_cells_by_count": "dfrtp_1, nand2_1, inv_1, mux2_2, ha_1",
        "ys_sh_simple_pct": 13.6,
        "ys.warnings.count": 1,
        "syn_area_sq_mm": 0.00111,
        "yosys-stat-area_sq_mm": 0.00111,
        "yosysTopAreaCellShare_pct": 47.2,
        "syn_avg_cell_area_sq_um": 11.8,
        "syn_inst": 94,
        "synth-edff-count": 0,
        "yosys.area.top_type": "dfrtp_1",
        "numSynthFlops": 22,
        "ys_sh_mux_pct": 13.3,
        "ys_sh_adder_pct": 6.75,
        "postSynthSeqShare_pct": 49.6,
    },
    "layout": {
        "largest_reg_flops": 8,
        "fin_util_pct": 20.8,
        "layout-drive-gt1-share_pct": 23.6,
        "syn2layout_area_growth_pct": 29.4,
        "filler_cell_count": 756,
        "fin_cells": 206,
    },
    "global_route": {
        "grt_overflow": 0,
        "grt_pass1_vias": 760,
        "use_met3_pct": 1.43,
        "grt.total_usage_pct": 3.92,
        "grt_pass1_wl_um": 3730,
        "grt_max_degree": 23,
        "grt_use_met1_pct": 5.81,
        "grt_antenna_before_repair": 0,
        "busiest_layer": "met1",
        "met2_usage_pct": 5.38,
    },
    "floorplanning": {
        "num_io_pins": 13,
        "fp_util_pct": 16.1,
        "chipHeight_um": 105,
        "fp-row-count": 30,
        "die_area_sq_mm": 0.0110,
        "die_w_um": 105,
        "core_sq_mm": 0.00691,
    },
    "placement": {
        "place_inst": 202,
        "pre_cts_ws_ps": 154,
        "gp_congestion": 0.856,
        "port_buffers": 12,
        "dp_hpwl_um": 1530,
    },
    "run": {
        "warnings": 27,
        "cap_viol_max_count": 0,
    },
    "worst_hold_path": {
        "min_from": "valid_reg",
        "hold_depth": 1,
        "hold_class": "reg2reg",
        "holdPathEnd": "valid_reg",
    },
    "routing": {
        "vias_per_cell": 3.70,
        "drt-initial-drc-count": 45,
        "drt_wl_total_um": 2240,
        "ant_nets": 0,
        "first_pass_iters": 4,
        "drc": 0,
        "n_antenna_cell": 0,
        "avgRoutedWirePerCell_um": 10.9,
        "vias": 763,
    },
}
## final cells by class
cell class | count | area (sq um) | area share (%)
Multi-Input combinational cell | 61 | 527 | 36.6
Tap cell | 96 | 120 | 8.35
Clock buffer | 3 | 41.3 | 2.87
Timing Repair Buffer | 14 | 135 | 9.39
Sequential cell | 22 | 552 | 38.3
Clock inverter | 1 | 30.0 | 2.09
Inverter | 9 | 33.8 | 2.35
## per-layer routing
| metal | share of wire, % | up-vias |
|---|---|---|
| met1 | 51 | 379 |
| met4 | 0.67 | 0 |
| li1 | - | 366 |
| met2 | 42 | 16 |
| met3 | 6.4 | 2 |
| met5 | 0 | - |
## worst max-delay path, delay by kind of cell (launching register included)
family | cells | cell delay [ps]
multiplexers | 1 | 350
buffers and inverters | 1 | 120
adder cells (fa/ha/maj) | 2 | 500
flip-flops | 1 | 410
AND/OR/NAND/NOR | 3 | 490
## worst max-delay path by stage
stage / start / to / cells past startpoint
CTS: clk_cnt[0] / data_reg[5] / 7
global route: clk_cnt[0] / bit_cnt[0] / 7
finish: clk_cnt[0] / data_reg[5] / 7
## cell families after synthesis
kind of cell | count (synthesis)
buffers and inverters | 11
DFF | 22
AOI/OAI and AO/OA | 18
muxes | 13
and+or+nand+nor | 24
adders and majority gates | 6
## repair_timing
item	CTS	global route
hold buffers	0	0
setup endpoints to repair	0	1
resized	0	2
## cells in the final DEF, fill, tap and decap left out, types with 2 or more instances in the layout
cell,n
mux2i_1,2
o21ai_0,3
clkbuf_8,3
inv_1,8
nand2_1,9
ha_1,6
nand3_1,2
buf_4,2
o21ai_1,4
nor2_1,2
mux2_2,8
clkdlybuf4s50_1,12
dfrtp_1,21
mux2_1,2
## power by group through the flow
stage	clock (mW)	combinational, mW	sequential [mW]
after CTS	0.412	0.820	0.799
after global routing	0.426	0.918	0.834
final	0.402	0.821	0.800
## stage by stage
step	power [mW]	hold slack, ps	area, sq um
4_1_cts	2.03	514	1430
3_3_place_gp	1.60	496	1360
3_5_place_dp	1.61	484	1360
6_report	2.02	509	1440
5_1_grt	2.18	545	1440
2_1_floorplan	1.32	124	1110
Power figures rest on the tool's default switching activity, not on a simulated workload.
